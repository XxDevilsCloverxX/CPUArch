--- design.v ---
`timescale 1ns/1ps
module ALU(
    input [31:0] a,     
    input [31:0] b,     
    input [4:0] op,     
    input zin,
    input cin,
    input vin,
    input hin,
    input nin,
    input sin,
    output reg [31:0] out,
    output reg zflag,       
    output reg nflag,       
    output reg cflag,        
    output reg vflag,        
    output wire sflag,        
    output reg hflag,        
    output reg branch        
);
    assign sflag = nflag ^ vflag;
    always @(*) begin
        branch = 0;  
        case (op)
            5'h01: begin
                out = b;     
            end
            5'h02: begin
                out = a;     
            end
            5'h03: begin
                out = a + b;
                cflag = (out < a);
                vflag = (out[31] && ~a[31] && ~b[31])||(~out[31] && a[31] && b[31]);
                hflag = ((a[15:0] + b[15:0]) < a[15:0]);     
                zflag = (out == 0);
                nflag = (out[31]);
            end
            5'h04: begin
                out = a - b;
                cflag = (out > a);
                hflag = ((a[15:0] + b[15:0]) > a[15:0]);     
                zflag = (out == 0);
                nflag = (out[31]);
                vflag = (~out[31] && a[31] && ~b[31]) || (out[31] && ~a[31] && b[31]);
            end
            5'h05: begin 
                out = a & b;
                cflag = 0;
                hflag = 0;
                zflag = (out == 0);
                nflag = (out[31]);
                vflag = 0;    
            end
            5'h06: begin
                out = a | b;
                cflag = 0;
                hflag = 0;
                zflag = (out == 0);
                nflag = (out[31]);
                vflag = 0;    
            end
            5'h07: begin
                out = a ^ b;
                cflag = 0;
                hflag = 0;
                zflag = (out == 0);
                nflag = (out[31]);
                vflag = (out[31] && a[31]==0 && b[31]==0)||(~out[31] && a[31] && b[31]);;    
            end
            5'h08: begin 
                out = ~a;
                cflag = 0;
                hflag = 0;
                zflag = (out == 0);
                nflag = (out[31]);
                vflag = 0;    
            end
            5'h09: begin
                out = a << (b-1);
                cflag = out[31];
                hflag = out[15];     
                out = out << 1;
                zflag = (out == 0);
                nflag = (out[31]);
                vflag = (out[31] && a[31]==0 && b[31]==0)||(~out[31] && a[31] && b[31]);;    
            end
            5'h0A: begin
                out = a >> (b-1);
                cflag = out[0];
                hflag = out[16];     
                out = out >> 1;
                zflag = (out == 0);
                nflag = (out[31]);
                vflag = (out[31] && a[31]==0 && b[31]==0)||(~out[31] && a[31] && b[31]);;    
            end
            5'h10: begin
                if (zin == 1) begin
                    out = b;     
                    branch = 1;  
                end
            end
            5'h11: begin
                if (zin == 0) begin
                    out = b;     
                    branch = 1;  
                end
            end
            5'h12: begin
                out = b;     
                branch = 1;  
            end
        endcase
    end
endmodule
--- constraint.sdc ---
current_design ALU

set clk_period 1.0
set clk_io_pct 0.2

create_clock -name clk0 -period $clk_period

set non_clock_inputs [all_inputs -no_clocks]
set_input_delay [expr $clk_period * $clk_io_pct] -clock clk0 $non_clock_inputs
set_output_delay [expr $clk_period * $clk_io_pct] -clock clk0 [all_outputs]
--- run.sh ---
#!/bin/bash
# OpenROAD 26Q1-2900-gdf79404cd8, Yosys 0.63+post, stock flow scripts
make -C /OpenROAD-flow-scripts/flow DESIGN_CONFIG=/design/flow/config.mk WORK_HOME=/design/flow/orfs finish
--- config.mk ---
export PLATFORM = sky130hd
export DESIGN_NAME = ALU
export DESIGN_NICKNAME = ALU
export VERILOG_FILES = /design/flow/design.v
export SDC_FILE = /design/flow/constraint.sdc
export NUM_CORES = 4
export LEC_CHECK = 1
export CORE_UTILIZATION = 50
==> summary.txt <==
impl run done, here's what came out: status complete, but fails checks, failing checks setup timing, fp util 0.507, post-route ant nets 0, number of vias per cell between 7 and 8, dpl hpwl roughly 50,000 µm, OpenROAD warnings around 110, Chip Height ~170 µm, Worst-Margin Slew roughly 1.3 ns, mapped cell area about 14,000 µm², RSZ-0062 raised after global routing true, Slew Viols, Final 0, ant diodes 0, hold depth 3, fill count 2,543, yosys xor share 0.0289, cts hold-fix bufs 0, WS Path Type input port to primary output, largest net degree at the start of global routing about 62, area fraction in compound gates 0.274, critical path launch point type input port, Main logic family AND-OR/OR-AND gates, final worst slack -0.00548 ns, max_cap viols 0, Chip Area, Yosys between 10,000 and 15,000 µm², Sequential cell area between 500 and 600 µm², Slew headroom 0.157, Gate Area roughly 12,000 µm², DP Worst Slack -0.867 ns, Worst EP required approximately 0.8 ns, area leader, netlist ha_1, min-delay worst type input port to primary output, number of enable flip-flop cells 0, die span in x 167 µm, vias in the first global route roughly 15,000, WHS Endpoint branch, Basic Gates by Area 0.250, yosys stat cell total between 1,500 and 2,000, Syn Inst Count about 1,900, DP Area 14,900 µm², hold path startpoint op[3], Residual DRC 0, Synth-to-Final Area Change 9.34%, register pins left without a clock 37, initial antenna violation count 3, Synth area leaders ha_1, mux4_2, a21oi_1, drt wl/cell 29.3 µm, Total GRT Usage 0.475, VDD IR max between 0.4 and 0.5 mV, FMAX slightly below 1000 MHz, die area about 28,000 µm², Post-synth top cells nor2_1, ha_1, nand2_1, most frequent cell after synthesis nor2_1, top-area cell type share of the netlist area 0.149, endpoints left unconstrained roughly 75, Port Buf Inserts 109, crit path time final a little over 1 ns, area fraction in mux cells 0.179, ys flop type dlxtn_1, Congestion Overflow GR 0, Synth cell types about 90, drt first pass iters 9, Design Area, Final between 10,000 and 15,000 µm², routability cong. 1.10, IO Pins about 110, critical path capture point type primary output, DR vias roughly 16,000, Post-CTS Setup Bufs 0, Post-synth regs 37, core area about 27,000 µm², PwrDens ~750 nW/µm², Data arrival, critical path just over 0.8 ns, Fin. Hold Viols 0, Synth Warn # 1, first-pass GRT wire length just under 100,000 µm, adder-cell share of the synthesized area 0.152, DRT iter0 DRCs 2,206, syn_area_per_cell roughly 7.2 µm², ratio of cells with drive above 1 in the final layout 0.106, wirelength, routed 65,200 µm, CP max FO 2, period utilization 1.01, leakage 0.00593 µW, Placement Rows approximately 60, Setup violations, final 1, asr flop ratio synth 0
## layer usage
layer,vias up,wire length (µm),GRT usage
met5,-,29,0.00696
met4,4,4280,0.226
met3,300,9460,0.152
met2,1386,26800,0.683
met1,7624,24600,0.650
li1,7173,-,-
## worst max-delay path, stage by stage
cell	delay, ns
buf_8	0.09
nor2_4	0.04
xor2_2	0.16
nor4b_2	0.19
buf_2	0.12
## repair_timing
item / 4_1_cts / 5_1_grt
setup endpoints to repair: 1 / 1
endpoints found under the hold margin: 0 / 0
pin swaps: 2 / 1
gates resized: 20 / 2
## worst max path at each step
stage / from / end / slack [ns] / cells past startpoint
after CTS: op[1] / branch / -0.08 / 5
after global routing: zin / branch / -0.05 / 5
final: op[1] / branch / -0.005 / 5
## cells by family (layout without fill, tap and decap cells)
kind of cell / after synthesis / in the layout
latches: 37 / 37
XOR/XNOR: 45 / 45
adder cells (fa/ha/maj): 164 / 164
AND/OR/NAND/NOR: 677 / 677
buffers and inverters: 268 / 259
multiplexers: 148 / 148
AND-OR/OR-AND: 554 / 554
## cells in the final DEF (no fill, tap or decap), drive strengths merged, types with 10 or more instances in the layout
| master | count |
|---|---|
| a2111oi | 13 |
| a211oi | 29 |
| a21o | 21 |
| a21oi | 145 |
| a221o | 12 |
| a221oi | 24 |
| a22oi | 22 |
| a31oi | 13 |
| and3 | 10 |
| buf | 41 |
| clkdlybuf4s50 | 101 |
| dlxtn | 37 |
| ha | 162 |
| inv | 111 |
| mux2 | 38 |
| mux2i | 37 |
| mux4 | 73 |
| nand2 | 152 |
| nand2b | 16 |
| nand3 | 38 |
| nand4 | 38 |
| nor2 | 188 |
| nor2b | 26 |
| nor3 | 73 |
| nor3b | 11 |
| nor4 | 39 |
| o211ai | 27 |
| o21a | 18 |
| o21ai | 110 |
| o221ai | 20 |
| o311ai | 11 |
| or2 | 11 |
| or3 | 26 |
| or4 | 20 |
| xnor2 | 32 |
| xor2 | 13 |
## final cells by class
class | instances | share of cell area
multi-input cells | 1588 | 0.814
repair buffers | 145 | 0.0910
flip-flops and latches | 37 | 0.0373
inverters | 114 | 0.0287
well taps | 341 | 0.0286
## metrics by stage
step,TNS (ns),power (µW),hold WS [ns],utilization,std cells
final,-0.00548,11200,0.743,0.554,2225
after global routing,-0.0462,11900,0.765,0.554,2225
after CTS,-0.0788,10800,0.780,0.554,2225
after detailed placement,-0.867,10700,1.21,0.554,2225
after global placement,-0.928,10700,1.23,0.554,2225
after floorplan,-0.109,7060,0.560,-,1893
## report_power, final
group          internal (µW)  switching [µW]
combinational           4060            6890
clock                      0               0
sequential               261            37.5
## flip-flops by register name (all words and copies together) (netlist names)
signal and flops:
cflag 1, zflag 1, nflag 1, hflag 1, vflag 1, out 32
Power figures rest on the tool's default switching activity, not on a simulated workload.
