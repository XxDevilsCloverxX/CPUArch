### flow/run.sh
#!/bin/bash
# OpenROAD 26Q1-2900-gdf79404cd8, Yosys 0.63+post, stock flow scripts
make -C /OpenROAD-flow-scripts/flow DESIGN_CONFIG=/design/flow/config.mk WORK_HOME=/design/flow/orfs finish
### flow/config.mk
export PLATFORM = sky130hd
export DESIGN_NAME = HazardDetector
export DESIGN_NICKNAME = HazardDetector
export VERILOG_FILES = /design/flow/design.v
export SDC_FILE = /design/flow/constraint.sdc
export NUM_CORES = 4
export LEC_CHECK = 1
export CORE_AREA = 10 10 110 110
export DIE_AREA = 0 0 120 120
### flow/constraint.sdc
current_design HazardDetector

set clk_period 1.1
set clk_io_pct 0.2

create_clock -name clk0 -period $clk_period

set non_clock_inputs [all_inputs -no_clocks]
set_input_delay [expr $clk_period * $clk_io_pct] -clock clk0 $non_clock_inputs
set_output_delay [expr $clk_period * $clk_io_pct] -clock clk0 [all_outputs]
### flow/design.v
`timescale 1ns/1ps
module OutputMux(
    input store,     
    input branch,    
    input writeback,
    input [31:0] ALUBus,     
    output reg [31:0] GPR,   
    output reg [31:0] RAM,   
    output reg [31:0] PC,     
    output reg wea,
    output reg rw
);    
    always @(*) begin
        case ({store, branch, writeback})
            3'b001: begin
                RAM = 0;
                PC = 0;
                GPR = ALUBus;
                rw = 1;
                wea = 0;
            end
            3'b010: begin
                RAM = 0;
                PC = ALUBus;
                GPR = 0;
                wea = 0;
                rw = 0;
            end
            3'b100: begin 
                RAM = ALUBus;
                PC = 0;
                GPR = 0;
                wea = 1;
                rw = 0;
            end
        endcase
    end
endmodule
module BusMux(
    input [1:0] mode,    
    input [31:0] litsrc,     
    input [31:0] GPR,    
    input [31:0] Overwrite,    
    input [31:0] RAM,    
    output reg [31:0] B  
);
    always @(*) begin
        case (mode)
            2'b00: begin
                B = litsrc;
            end
            2'b01: begin
                B = RAM;
            end
            2'b11: begin
                B = Overwrite;
            end
            default: begin
                B = GPR;
            end
        endcase
    end
endmodule
module HazardDetector (
    input [4:0] srcRegA,         
    input [4:0] srcRegB,         
    input [4:0] dstwb,         
    input [1:0] modein,      
    output reg [1:0] modeB,    
    output reg modeA,            
    input [31:0] ALUoutput,  
    output reg [31:0] Forward,         
    input [31:0] RAMaddr0,    
    input [31:0] RAMaddr1,    
    input store,             
    output reg stall,        
    input stalled,           
    output reg [31:0] RAMout,    
    input branch,                
    output reg flush             
);
    always @(*) begin
        modeB = modein;
        modeA = 0;
        if (srcRegB == dstwb && ~branch) begin
            modeB = 2'b11;      
            Forward = ALUoutput;  
        end
        if (srcRegA == dstwb) begin
            modeA = 1;
            Forward = ALUoutput;
        end
        if (store) begin
            stall = 1'b1;        
        end
        else begin
            stall = 1'b0;        
        end
        if  (stalled) begin
            RAMout = RAMaddr1;   
            stall = 1'b0;        
        end
        else begin
            RAMout = RAMaddr0;   
        end
        if (branch) begin
            flush = 1'b1;        
        end
        else begin
            flush = 1'b0;        
        end
    end
endmodule
module Amux(
    input [31:0] Agpr,
    input [31:0] ALU,
    input mode,
    output reg [31:0] A
);
    always @(*) begin
        case (mode)
            1'b1: begin
                A = ALU;    
            end
            default: begin
                A = Agpr;
            end
        endcase
    end
endmodule
==> out/results.tsv <==
metric	value	unit
synth-edff-count	0	
power.density	331.8	nW/um2
mi_logic_area	663.1	um2
drv_slew	0	
ioPinCount	185	
grt_pass1_wl	9480	um
irDropWorstVdd	0.1307	mV
cp_slowest_cell	nor4_2	
firstDrtPassIters	2	
cpPeakStageDelay	0.26	ns
portBuffers	185	
unclocked_pins	32	
syn_area	1015	um2
grt_pass1_vias	1592	
drive_above_1_share	0.3548	
antenna_left	0	
areaGrowthSynthToFinish	218.1	%
untimed_endpoints	64	
finalSetupTns	-1.406	ns
critPathTopFamily	simple AND/OR/NAND/NOR gates	
seq_area	480.5	um2
grt_max_degree	33	
core_area	9774	um2
routed_wl	6367	um
dp.cells	406	
dpl_worst_slack	-0.9550	ns
cp_data_arrival_time	1.15	ns
ys_ff	32	
post-route-min-period	1.367	ns
die_height	120	um
worst_pin_slew	0.5237	ns
synth_chip_area	1015	um2
fill_cells	1018	
violations	setup timing	
pwr-share-seq	0.112	
async_flop_share	0	
critPathBufInv	3	
status	complete, but fails checks	
min_path_cells	3	
required	0.88	ns
hpwl	5476	um
path_cells	buf_6, xor2_1, nor4_2, nand3_1, buf_4, nand2b_1, buf_2	
setup_violations	35	
yosysTopAreaCellShare	0.4735	
synth_cell_types	13	
synth_cells	87	
groute.usage.overall	0.08293	
ys_cells	87	
overflow	0	
finalCoreUtilization	0.3303	
hold_ws	0.7271	ns
globalplace.congestion	0.7864	
fp_util	0.1038	
routed_via_density	3.306	
antenna_found_initial	0	
cap_violations	0	
wl_per_cell	15.45	um
max_slew_margin	0.6501	
top_cell	dlxtn_1	
instances_no_fill	412	
endpoint_kind	output pin	
drt_iter0_markers	22	
finalPower	1.071	mW
combPwrFrac	0.888	
worstPathMaxFanout	2	
rsz0062_at_grt	yes	
chipArea	14400	um2
hold_class	input pin to output pin	
fmax	731.8	MHz
hp-start	store	
swShare	0.2236	
p_clk_frac	0	
ys_warn_count	1	
syn_area_per_cell	11.66	um2
min_to	stall	
period_used_share	1.242	
ys_top_cells_by_count	dlxtn_1 (32), mux2_1 (29), xnor2_1 (5), xor2_1 (5), buf_2 (4)	
dominantRegCellSynth	dlxtn_1	
switching_power	239.5	uW
worstSetupStartpointType	input pin	
design_area	3228	um2
die_x	120	um
tool_warnings	34	
fin_ws	-0.2665	ns
intPower	831.7	uW
power.leakage	1.590	nW
place_area	3063	um2
area_leaders	dlxtn_1 (47%), mux2_1 (32%), xnor2_1 (4.3%)	
row_count	36	
drc_errors	0	
top_area_cell	dlxtn_1	
dr_total_vias	1362	
largest_reg_flops	32	
path_class	input pin to output pin	
num_antenna_cells	0	
finalHoldViolCount	0	
-- layout by cell type (no fill, tap or decap), types with 3 or more instances in the layout --
master           count
buf_16               4
buf_2               19
buf_4                4
buf_6               29
clkdlybuf4s15_1      3
clkdlybuf4s50_1     66
dlxtn_1             32
dlygate4sd2_1       67
mux2_4              32
xnor2_2              3
xor2_1               4
-- what timing repair did --
action | 4_1_cts | 5_1_grt
endpoints found under the hold margin | 0 | 0
setup buffers | 3 | 0
resized | 300 | 7
hold buffers | 0 | 0
cloned | 4 | 0
endpoints found under the setup margin | 37 | 36
pin swaps | 14 | 3
-- kinds of logic after synthesis --
kind of cell | after synthesis | share of synthesized area
XOR/XNOR | 10 | 0.08631
multiplexers | 32 | 0.3551
buffers and inverters | 5 | 0.02713
AND/OR/NAND/NOR | 8 | 0.05796
latches | 32 | 0.4735
-- worst max-delay path by stage --
stage | from | endpoint | slack, ns | cells after the start
finish | srcRegB[4] | modeB[0] | -0.27 | 7
global route | srcRegB[4] | modeB[0] | -0.39 | 7
CTS | srcRegB[4] | modeB[0] | -0.28 | 7
-- power groups by stage --
stage	clock network (mW)	registers (mW)	logic [mW]
after CTS	0	0.121	0.961
after global routing	0	0.128	1.02
final	0	0.120	0.951
-- area by class of cell --
cell class	instances	area share
Timing Repair Buffer	197	0.5942
Multi-Input combinational cell	50	0.2054
Sequential cell	32	0.1488
Tap cell	133	0.05155
-- worst min-delay path, stage by stage --
cell and delay (ns):
dlymetal6s2s_1 0.07, nor2b_1 0.11, buf_2 0.10
-- layer usage --
layer / global-route usage / vias to the layer above / part of all wire
li1: - / 680 / -
met1: 0.09117 / 610 / 0.36
met2: 0.1613 / 72 / 0.56
met3: 0.02475 / 0 / 0.080
met4: 0 / 0 / 0
met5: 0 / - / 0
No activity file was given, so power comes from the tool's default toggle rates.
