File: flow/run.sh
#!/bin/bash
# OpenROAD 26Q1-2900-gdf79404cd8, Yosys 0.63+post, stock flow scripts
make -C /OpenROAD-flow-scripts/flow DESIGN_CONFIG=/design/flow/config.mk WORK_HOME=/design/flow/orfs finish
File: flow/config.mk
export PLATFORM = sky130hd
export DESIGN_NAME = RegisterFile
export DESIGN_NICKNAME = RegisterFile
export VERILOG_FILES = /design/flow/design.v
export SDC_FILE = /design/flow/constraint.sdc
export NUM_CORES = 4
export LEC_CHECK = 1
export CORE_UTILIZATION = 30
File: flow/constraint.sdc
current_design RegisterFile

set clk_period 15.5
set clk_io_pct 0.2

create_clock -name clk0 -period $clk_period [get_ports {clk}]

set non_clock_inputs [all_inputs -no_clocks]
set_input_delay [expr $clk_period * $clk_io_pct] -clock clk0 $non_clock_inputs
set_output_delay [expr $clk_period * $clk_io_pct] -clock clk0 [all_outputs]
File: flow/design.v
`timescale 1ns/1ps
module RegisterFile(
    input clk,   
    input rst,   
    input rw,    
    input [4:0] d_addr,     
    input [4:0] a_addr,    
    input [4:0] b_addr,   
    input [31:0] data,   
    output [31:0] a_data,    
    output [31:0] b_data     
);
    reg [31:0] registers [31:0];
    assign a_data = registers[a_addr];
    assign b_data = registers[b_addr];
    always @(negedge clk) begin
        if (rst) begin
            registers[0] <= 32'h00000000;
            registers[1] <= 32'h00000000;
            registers[2] <= 32'h00000000;
            registers[3] <= 32'h00000000;
            registers[4] <= 32'h00000000;
            registers[5] <= 32'h00000000;
            registers[6] <= 32'h00000000;
            registers[7] <= 32'h00000000;
            registers[8] <= 32'h00000000;
            registers[9] <= 32'h00000000;
            registers[10] <= 32'h00000000;
            registers[11] <= 32'h00000000;
            registers[12] <= 32'h00000000;
            registers[13] <= 32'h00000000;
            registers[14] <= 32'h00000000;
            registers[15] <= 32'h00000000;
            registers[16] <= 32'h00000000;
            registers[17] <= 32'h00000000;
            registers[18] <= 32'h00000000;
            registers[19] <= 32'h00000000;
            registers[20] <= 32'h00000000;
            registers[21] <= 32'h00000000;
            registers[22] <= 32'h00000000;
            registers[23] <= 32'h00000000;
            registers[24] <= 32'h00000000;
            registers[25] <= 32'h00000000;
            registers[26] <= 32'h00000000;
            registers[27] <= 32'h00000000;
            registers[28] <= 32'h00000000;
            registers[29] <= 32'h00000000;
            registers[30] <= 32'h00000000;
            registers[31] <= 32'h00000000;
        end
        if (rw)
            registers[d_addr] <= data;
    end
endmodule
==> Slide: Implementation Results <==
Flow Results at a Glance

Clocking
  – Postcts setup bufs: 0
  – Post-cts sizing count: 0
  – Clock slew at reported path FFs: 0.03 ns
  – # clock sinks: 1024
  – CTS Buf Count: 117
  – H-tree depth: 3
  – Root Driver: clkbuf_16
  – Post-CTS Hold Buffers: 0
  – TritonCTS clock tree: yes
  – Clock buffer depth: 3

Critical path
  – CP required: 12.40 ns
  – Crit path largest cell delay: 0.75 ns
  – Slowest CP cell: nor3_1
  – CP arrival: 11.06 ns
  – Critical path class: reg2out
  – Worst setup EP type: output port
  – Worst-path cell chain: mux2i_1 > a22o_1 > nor3_1 > a31oi_1 > nand3_1 > clkdlybuf4s50_1
  – Crit-path max FO: 2
  – Cell family with the largest share of critical-path delay: simple AND/OR/NAND/NOR gates
  – Sum of buffers and inverters on the critical path: 1
  – Kind of start point of the critical path: flop

Placement
  – Routability cong.: 0.895
  – Post-DP HPWL: 115000 um
  – Pre-CTS WS: 1.24 ns
  – # port buffers: 113

Layout
  – Largest register FFs: 1024
  – Synth-to-Final Area Change: 20.4%
  – Layout cells sized above 1: 7.46%
  – Reg with most FFs: registers
  – Biggest regs: registers: 1024 flops

Floorplan
  – FP Util: 30.2%
  – Die width: 434 um
  – Die Y: 434 um
  – Core area: 186000 um2
  – Chip Area: 189000 um2
  – Std-Cell Rows: 158
  – IO Count: 114

Final timing
  – Fin. Hold Viols: 0
  – Rel. slew slack: 20.2%
  – RSZ-0062 raised after global routing: no
  – Final worst setup slack: 1.34 ns
  – Slew @ Worst Pin: 1.20 ns
  – Fin Setup TNS: 0 ns
  – Final setup vio count: 0
  – Slew Limit Fails: 0

Global route
  – GR Util met2: 31.6%
  – Total grt overflow: 0
  – First-pass GRT wire length: 273000 um
  – Largest net degree at the start of global routing: 91
  – Met1 Use GR: 23.2%
  – Vias in the first global route: 44000
  – GR peak layer: met2
  – Initial antenna violation count: 10
  – M3 GR Usage: 14.4%
  – Total GRT Usage: 21.1%

Routing
  – Drt first pass iters: 6
  – Routed Antenna Nets: 0
  – 1st-iter DRT viols: 2624
  – Vias: 40900
  – Drt total wl: 191000 um
  – Drt wl/cell: 23.3 um
  – Residual DRC: 0
  – DR vias/cell: 5.01

Synth
  – Synth Area in Simple Gates: 16.0%
  – Dominant comb cell: multiplexers
  – Ys cells: 4638
  – EDFF count, synth: 1024
  – Chip Area, Yosys: 56100 um2
  – Distinct lib cells used: 27
  – Post-synthesis sequential area ratio: 54.8%
  – Main flop type: edfxtp_1
  – Area of the mapped netlist: 56100 um2
  – Async set-or-reset flop fraction in the synthesized netlist: 0%
  – Synth Warn #: 1
  – Synth Area in Compound Gates: 6.99%
  – Mapped Cells: 4638
  – Mux frac, synth: 18.3%
  – Yosys adder share: 0%
  – Xor+xnor area frac: 0%
  – Post-synth regs: 1024
  – Avg Cell Area, Syn: 12.1 um2

Power and ir drop
  – Logic pwr share: 10.2%
  – Clock group share of total power: 49.4%
  – Int Pwr: 0.00575 W
  – Sw Pwr: 0.00244 W
  – Pwr Density: 121 nW/um2
  – Fraction of power spent switching nets: 29.8%
  – Reg power frac: 40.5%
  – Worst vdd ir: 0.0960 mV
  – Leakage power: 29.8 nW

Min path
  – Hold Path Class: in2out
  – Hold Path Depth: 6
  – Min-delay src: a_addr[1]
  – Worst Hold Path EP: a_data[20]

Status
  – Status: finished, final reports clean

Run
  – Max cap viols: 0
  – Tool warning count: 1027
==> stage by stage <==
step	std cells	hold WS, ns	power [W]	cell area (um2)	util (%)
floorplan	4638	6.46	0.00419	56100	-
global placement	6924	7.51	0.00456	59500	32.0
detailed placement	6924	7.51	0.00457	59500	32.0
CTS	8167	7.51	0.00831	67600	36.4
global route	8168	7.53	0.00870	67600	36.4
finish	8175	7.49	0.00820	67600	36.4
==> metal layers <==
layer | share of wire (%) | vias to the layer above
met5 | 0.11 | -
met4 | 3.4 | 12
met3 | 14 | 361
met2 | 47 | 1916
met1 | 36 | 19800
li1 | - | 18900
==> how the worst max path moves through the flow <==
stage	from	to	slack, ns	cells after the start
finish	registers[2][19]$_SDFFCE_NN0P_	b_data[19]	1.34	6
CTS	registers[2][19]$_SDFFCE_NN0P_	b_data[19]	1.42	6
global route	registers[2][19]$_SDFFCE_NN0P_	b_data[19]	1.18	6
==> cell usage in the layout, fill, tap and decap left out, types with 2 or more instances in the layout <==
cell type	Yosys	routed
inv_4	0	8
diode_2	0	8
and2_1	1026	1024
and2_4	0	2
nand3_1	194	194
or3b_4	2	2
bufinv_16	0	28
inv_6	0	2
a22o_1	128	128
a22oi_1	192	192
nand3b_1	5	5
buf_2	82	5
edfxtp_1	1024	1024
nand2_2	0	2
nand2_1	195	193
or2_2	34	34
nand2b_2	0	4
nor2b_4	0	4
nor2_4	10	34
clkbuf_16	0	121
a21oi_1	192	192
buf_12	0	4
buf_8	0	2
inv_1	1	1051
buf_4	72	137
a31oi_1	64	64
clkdlybuf4s50_1	0	106
nor3_1	64	64
clkinv_8	0	2
clkinvlp_2	0	31
mux2i_1	1024	1024
==> cell usage after synthesis (2+ instances only) <==
master    count  area share, %
or3b_4        2          0.040
mux2i_1    1024             18
a31oi_1      64           0.71
nor3_1       64           0.57
buf_4        72           0.96
nor2_1       21           0.14
edfxtp_1   1024             55
buf_1        12          0.080
nand3_1     194            1.7
nand2b_1      4          0.045
nor2_4       10           0.20
nor2_2        4          0.045
a21oi_1     192            1.7
nor2b_1       4          0.045
or2_2        34           0.38
clkbuf_1    228            1.5
nand2_1     195            1.3
buf_2        82           0.73
a22o_1      128            2.0
clkbuf_2     44           0.39
nand3b_1      5          0.067
a22oi_1     192            2.6
and2_1     1026             11
buf_6        10           0.20
==> cells by family after synthesis <==
kind of cell	count (synthesis)
AOI/OAI and AO/OA	576
and+or+nand+nor	1565
buffers and inverters	449
muxes	1024
DFF	1024
==> layout make-up <==
cell class | count | area (um2)
fill | 17600 | 118000
multi-input combinational | 3165 | 23400
clock buffer | 121 | 3030
tap | 2480 | 3100
antenna | 8 | 20.0
sequential | 1024 | 30700
clock inverter | 1123 | 5050
timing repair buffer | 254 | 2220
==> power groups by stage <==
stage                 clock network, W  registers [W]  logic, W
final                          0.00405        0.00332  0.000832
after global routing           0.00448        0.00333  0.000887
after CTS                      0.00417        0.00332  0.000832
==> worst min-delay path: stages <==
cell and delay, ns:
buf_8 0.24, mux2i_1 0.23, nand2_1 0.07, nand3_1 0.10
nand3_1 0.16, clkdlybuf4s50_1 0.44
Power and IR drop assume default switching activity.
